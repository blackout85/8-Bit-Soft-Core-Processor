==> ./design.v <==
module top (
    input  clk,       
    input  uart_rx,   
    output uart_tx,   
    output [4:0] leds
);
    reg [7:0] pc = 0;
    reg [7:0] reg_a = 0;
    reg [4:0] led_reg = 0;
    reg [1:0] state = 0;
    localparam ST_FETCH   = 2'd0;
    localparam ST_DECODE  = 2'd1;
    localparam ST_EXECUTE = 2'd2;
    localparam ST_WAIT    = 2'd3;
    wire [7:0] instr;
    reg [7:0] tx_data;
    reg tx_start = 0;
    wire tx_busy;
    wire rx_ready;
    wire [7:0] rx_data;
    reg rx_ack = 0;
    reg [7:0] rom [0:15];
    initial begin
        rom[0] = 8'h40;  
        rom[1] = 8'h50;  
        rom[2] = 8'hF0;  
        rom[3] = 8'h60;  
        for (integer i=4; i<16; i=i+1) rom[i] = 8'h00;
    end
    assign instr = rom[pc[3:0]];
    always @(posedge clk) begin
        case (state)
            ST_FETCH: begin
                rx_ack <= 0;
                tx_start <= 0;
                state <= ST_DECODE;
            end
            ST_DECODE: begin
                state <= ST_EXECUTE;
            end
            ST_EXECUTE: begin
                case (instr[7:4])
                    4'h4: begin  
                        if (rx_ready) begin
                            reg_a <= rx_data;
                            rx_ack <= 1;
                            pc <= pc + 1;
                            state <= ST_FETCH;
                        end else begin
                            state <= ST_WAIT;  
                        end
                    end
                    4'h5: begin  
                        tx_data <= reg_a;
                        tx_start <= 1;
                        state <= ST_WAIT;
                    end
                    4'h6: begin  
                        pc <= instr[3:0];
                        state <= ST_FETCH;
                    end
                    4'hF: begin  
                        led_reg <= reg_a[4:0];
                        pc <= pc + 1;
                        state <= ST_FETCH;
                    end
                    default: begin
                        pc <= pc + 1;
                        state <= ST_FETCH;
                    end
                endcase
            end
            ST_WAIT: begin
                tx_start <= 0;
                if (instr[7:4] == 4'h4 && rx_ready) state <= ST_EXECUTE;
                else if (instr[7:4] == 4'h5 && !tx_busy) begin
                    pc <= pc + 1;
                    state <= ST_FETCH;
                end
            end
        endcase
    end
    assign leds = led_reg;
    uart_tx_module transmitter (
        .clk(clk),
        .data(tx_data),
        .start(tx_start),
        .busy(tx_busy),
        .tx_pin(uart_tx)
    );
    uart_rx_module receiver (
        .clk(clk),
        .rx_pin(uart_rx),
        .ready(rx_ready),
        .ack(rx_ack),
        .data(rx_data)
    );
endmodule
module uart_tx_module (
    input clk,
    input [7:0] data,
    input start,
    output reg busy = 0,
    output reg tx_pin = 1
);
    parameter BIT_PERIOD = 1250;
    reg [11:0] clk_count = 0;
    reg [3:0] bit_idx = 0;
    reg [9:0] shift_reg;
    always @(posedge clk) begin
        if (!busy) begin
            if (start) begin
                shift_reg <= {1'b1, data, 1'b0};
                busy <= 1;
                bit_idx <= 0;
                clk_count <= 0;
            end
        end else begin
            if (clk_count < BIT_PERIOD) begin
                clk_count <= clk_count + 1;
            end else begin
                clk_count <= 0;
                tx_pin <= shift_reg[bit_idx];
                if (bit_idx < 9) bit_idx <= bit_idx + 1;
                else busy <= 0;
            end
        end
    end
endmodule
module uart_rx_module (
    input clk,
    input rx_pin,
    input ack,
    output reg ready = 0,
    output reg [7:0] data
);
    parameter BIT_PERIOD = 1250;
    reg [11:0] clk_count = 0;
    reg [3:0] bit_idx = 0;
    reg [1:0] rx_state = 0;
    always @(posedge clk) begin
        if (ack) ready <= 0;
        case (rx_state)
            0: begin  
                if (rx_pin == 0) begin
                    clk_count <= 0;
                    rx_state <= 1;
                end
            end
            1: begin  
                if (clk_count < BIT_PERIOD / 2) clk_count <= clk_count + 1;
                else begin
                    clk_count <= 0;
                    bit_idx <= 0;
                    rx_state <= 2;
                end
            end
            2: begin  
                if (clk_count < BIT_PERIOD) clk_count <= clk_count + 1;
                else begin
                    clk_count <= 0;
                    data[bit_idx] <= rx_pin;
                    if (bit_idx < 7) bit_idx <= bit_idx + 1;
                    else rx_state <= 3;
                end
            end
            3: begin  
                if (clk_count < BIT_PERIOD) clk_count <= clk_count + 1;
                else begin
                    ready <= 1;
                    rx_state <= 0;
                end
            end
        endcase
    end
endmodule
==> ./run.sh <==
#!/bin/bash
# OpenROAD 26Q1-2900-gdf79404cd8, Yosys 0.63+post, stock flow scripts
make -C /OpenROAD-flow-scripts/flow DESIGN_CONFIG=/design/flow/config.mk WORK_HOME=/design/flow/orfs finish
==> ./config.mk <==
export PLATFORM = sky130hd
export DESIGN_NAME = top
export DESIGN_NICKNAME = top
export VERILOG_FILES = /design/flow/design.v
export SDC_FILE = /design/flow/constraint.sdc
export NUM_CORES = 4
export LEC_CHECK = 1
export CORE_UTILIZATION = 40
export SYNTH_HDL_FRONTEND = slang
==> ./constraint.sdc <==
current_design top

set clk_period 3.3
set clk_io_pct 0.2

create_clock -name clk0 -period $clk_period [get_ports {clk}]

set non_clock_inputs [all_inputs -no_clocks]
set_input_delay [expr $clk_period * $clk_io_pct] -clock clk0 $non_clock_inputs
set_output_delay [expr $clk_period * $clk_io_pct] -clock clk0 [all_outputs]
==> impl_metrics.csv <==
group,metric,value,unit
final_layout,seq_area,0.00252,sq mm
detailed_routing,drc_errors,0,
pwr,clkPwrFrac,19.2,%
final_layout,post-route-util,45.7,%
floorplanning,initCoreUtil,41.6,%
detailed_routing,route.vias.total,2320,
timing,setup_tns,0,ps
timing,maxSlewHeadroom,40.9,%
timing,fin_skew,14.3,ps
grt,grt_first_pass_wirelength,9740,microns
pwr,switching_power,1350,uW
grt,grt_pass1_vias,2137,
pwr,comb_power_share,29.4,%
detailed_routing,viasPerCell,4.94,
synthesis,syn_area_per_cell,12.7,sq um
clocking,cts_buffers,9,
detailed_routing,n_antenna_cell,0,
clocking,cts.clk_slew.worst_paths,100,ps
placed_design,gp_congestion,0.833,
clocking,clockRootBuffer,"clkbuf_8",
clocking,cts_tree,"yes",
synthesis,postSynthCellCount,321,
timing,setup_viol,0,
pwr,p_int,2380,uW
floorplanning,dieHeight,103,microns
critical_path,critPathArrivalTime,2500,ps
synthesis,postSynthSeqShare,61.8,%
final_layout,largestRegisters,"receiver.clk_count x12, transmitter.clk_count x12",
detailed_routing,first_iter_violations,120,
floorplanning,rows,36,
clocking,cts_hold_buf,0,
critical_path,slowest_stage,"o21a_1",
floorplanning,boundaryPins,8,
placed_design,dpl_cell_area,0.00429,sq mm
timing,period_used_share,76.1,%
synthesis,ys_cells,321,
final_layout,syn2layout_area_growth,9.90,%
pwr,power-per-cell-area,833,mW/mm^2
synthesis,synthFlopType,"edfxtp_1",
detailed_routing,postRouteAntennaNets,0,
clocking,post_cts_resized,0,
clocking,clock_path_buffers,2,
synthesis,synth.distinct_cells,52,
synthesis,synth-seq-cells,86,
timing,finalHoldViolations,0,
critical_path,cp.required,3290,ps
critical_path,startpoint_type,"register",
floorplanning,dieArea,0.0106,sq mm
grt,track_usage,12.2,%
final_layout,n_fill_cell,903,
pwr,p_leak,0.00156,uW
flow_run,drv_cap,0,
critical_path,max_stage_delay,520,ps
timing,worst_pin_slew,878,ps
clocking,clock_latency,350,ps
synthesis,ys_area,0.00408,sq mm
final_layout,layout-drive-gt1-share,11.0,%
grt,antenna_found_initial,0,
clocking,post_cts_buffers,0,
flow_run,log.warning_count,34,
critical_path,path_delay_family,"simple AND/OR/NAND/NOR gates",
critical_path,cp-end-kind,"register",
timing,min_period,2510,ps
run_status,outcome,"completed",
grt,overflow,0,
placed_design,place_hpwl,3990,microns
detailed_routing,wirelength,5780,microns
detailed_routing,first_pass_iters,4,
timing,slew_viol_final,0,
synthesis,edf_count,80,
critical_path,critical_path_class,"reg -> reg",
floorplanning,die_w,103,microns
critical_path,cp_cell_sequence,"or3_1 -> o22a_1 -> nor2_1 -> o21a_1",
final_layout,logic_area,0.00146,sq mm
synthesis,syn_area,0.00408,sq mm
clocking,cts_sinks,86,
pwr,irDropWorstVdd,560,uV
timing,rsz0062_at_grt,"false",
min_path,hp-class,"reg -> reg",
floorplanning,core,0.00982,sq mm
timing,max_freq,398,MHz
pwr,switching_share,36.2,%
synthesis,yosysWarnings,0,
pwr,seqPwrFrac,51.3,%
detailed_routing,wire_per_inst,12.3,microns
placed_design,port_buffers,7,
final_layout,final_area,0.00449,sq mm
clocking,htreeDepth,3,
critical_path,worst-path-buf-inv,0,
critical_path,cp_max_fo,12,
synthesis,synthArstFlopShare,0,%
grt,grt_max_degree,19,
## routing by layer
layer	wire [microns]	share of wire (%)	global-route usage [%]
met2	2590	45	18.1
met4	59	1.0	1.08
met5	0	0	0
met3	162	2.8	3.24
met1	2970	51	20.0
## worst paths after layout
kind	startpoint	endpoint	slack, ps	cells past startpoint
worst max-delay path	receiver.clk_count[9]	receiver.clk_count[3]	790	4
worst min-delay path	reg_a[5]	tx_data[5]	420	0
worst max register to register	receiver.clk_count[9]	receiver.clk_count[3]	790	4
worst min register to register	reg_a[5]	tx_data[5]	420	0
## cells by family after synthesis
kind of cell,after synthesis,share of synthesized area (%)
AND/OR/NAND/NOR,118,15.8
flip-flops,86,61.8
AND-OR/OR-AND,46,8.12
XOR/XNOR,25,5.36
buffers and inverters,25,2.54
adder cells (fa/ha/maj),17,5.21
multiplexers,3,1.07
other,1,0.0918
## stage by stage
| stage | cells | power, uW | hold slack, ps | worst slack, ps |
|---|---|---|---|---|
| global route | 470 | 4020 | 420 | 639 |
| detailed placement | 454 | 3040 | 405 | 809 |
| CTS | 470 | 3780 | 425 | 779 |
| global placement | 454 | 3030 | 406 | 858 |
| finish | 470 | 3740 | 421 | 790 |
| floorplan | 321 | 2780 | 400 | 1220 |
## worst reg2reg max path: stages, from the launching register on
cell and delay (ps):
edfxtp_1 480, or3_1 410, o22a_1 230, nor2_1 510, o21a_1 520
## power by group through the flow
stage / Sequential [uW] / Combinational, uW / Clock [uW]
6_report: 1920 / 1100 / 719
4_1_cts: 1920 / 1110 / 750
5_1_grt: 1980 / 1250 / 793
## final cells by class
cell class                 count  share of cell area, %
sequential                    86                   56.2
multi-input combinational    210                   32.5
tap                          133                   3.71
clock buffer                   9                   2.76
timing repair buffer           8                   1.73
clock inverter                 7                   1.70
inverter                      17                   1.42
## placed cells by master, fill, tap and decap left out, drive strengths merged, types with 8 or more instances in the layout
cell type and n:
a21oi 16, clkbuf 9, edfxtp 80, ha 17, inv 21, nand2 15, nand3 10, nand4 9
nor2 31, o21ai 9, xnor2 8, xor2 17
## Yosys cell counts (7+ instances only)
cell / number / area (sq um)
inv_1: 17 / 63.8
nor2_1: 31 / 116
o21ai_0: 9 / 45.0
ha_1: 17 / 213
nand4_1: 9 / 56.3
nand3_1: 10 / 50.1
nor3_1: 7 / 35.0
edfxtp_1: 80 / 2400
a21oi_2: 10 / 87.6
nand2_1: 15 / 56.3
xnor2_1: 8 / 70.1
xor2_1: 17 / 149
Power and IR drop assume default switching activity.
